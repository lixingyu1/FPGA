### flow/run.sh
#!/bin/bash
# OpenROAD 26Q1-2900-gdf79404cd8, Yosys 0.63+post, stock flow scripts
make -C /OpenROAD-flow-scripts/flow DESIGN_CONFIG=/design/flow/config.mk WORK_HOME=/design/flow/orfs finish
### flow/config.mk
export PLATFORM = sky130hd
export DESIGN_NAME = top
export DESIGN_NICKNAME = top
export VERILOG_FILES = /design/flow/design.v
export SDC_FILE = /design/flow/constraint.sdc
export NUM_CORES = 4
export LEC_CHECK = 1
export CORE_AREA = 10 10 113 113
export DIE_AREA = 0 0 123 123
### flow/constraint.sdc
current_design top

set clk_period 2.1
set clk_io_pct 0.2

create_clock -name clk0 -period $clk_period [get_ports {clk}]

set non_clock_inputs [all_inputs -no_clocks]
set_input_delay [expr $clk_period * $clk_io_pct] -clock clk0 $non_clock_inputs
set_output_delay [expr $clk_period * $clk_io_pct] -clock clk0 [all_outputs]
### flow/design.v
module top (
    input               clk,
    input               rstn,
    output reg          led, 
    output              tx
);
reg    [4:0]       state;
reg    [7:0]   tx_data;
reg            tx_en;
wire           flag;
reg   [11:0]      data;
always @(posedge clk or negedge rstn) begin
    if(!rstn)
        tx_en <= 0;
    else 
        tx_en <= 1;
end
always @(posedge clk or negedge rstn) begin
    if(!rstn)
        data <= 0;
    else
        data <= 1543; 
end
always @(posedge clk or negedge rstn)
    if(!rstn)begin
        tx_data <= 0;
    end
    else
        case (state)
            0 : begin
                if(data / 1000 == 1)
                    tx_data <= "1";
                else if(data / 1000 == 2)
                    tx_data <= "2";
                else if(data / 1000 == 3)
                    tx_data <= "3";
                else if(data / 1000 == 4)
                    tx_data <= "4";
                else if(data / 1000 == 5)
                    tx_data <= "5";
                else if(data / 1000 == 6)
                    tx_data <= "6";
                else if(data / 1000 == 7)
                    tx_data <= "7";
                else if(data / 1000 == 8)
                    tx_data <= "8";
                else if(data / 1000 == 9)
                    tx_data <= "9";
                else
                    tx_data <= "0";
            end
            1 : begin
                if((data / 100 % 10) == 1)
                    tx_data <= "1";
                else if((data / 100 % 10) == 2)
                    tx_data <= "2";
                else if((data / 100 % 10) == 3)
                    tx_data <= "3";
                else if((data / 100 % 10) == 4)
                    tx_data <= "4";
                else if((data / 100 % 10) == 5)
                    tx_data <= "5";
                else if((data / 100 % 10) == 6)
                    tx_data <= "6";
                else if((data / 100 % 10) == 7)
                    tx_data <= "7";
                else if((data / 100 % 10) == 8)
                    tx_data <= "8";
                else if((data / 100 % 10) == 9)
                    tx_data <= "9";
                else
                    tx_data <= "0";
            end
            2 : begin
                if((data / 10 % 10) == 1)
                    tx_data <= "1";
                else if((data / 10 % 10) == 2)
                    tx_data <= "2";
                else if((data / 10 % 10) == 3)
                    tx_data <= "3";
                else if((data / 10 % 10) == 4)
                    tx_data <= "4";
                else if((data / 10 % 10) == 5)
                    tx_data <= "5";
                else if((data / 10 % 10) == 6)
                    tx_data <= "6";
                else if((data / 10 % 10) == 7)
                    tx_data <= "7";
                else if((data / 10 % 10) == 8)
                    tx_data <= "8";
                else if((data / 10 % 10) == 9)
                    tx_data <= "9";
                else
                    tx_data <= "0";
            end
            3 : begin
                if((data  % 10) == 1)
                    tx_data <= "1";
                else if((data  % 10) == 2)
                    tx_data <= "2";
                else if((data  % 10) == 3)
                    tx_data <= "3";
                else if((data  % 10) == 4)
                    tx_data <= "4";
                else if((data  % 10) == 5)
                    tx_data <= "5";
                else if((data  % 10) == 6)
                    tx_data <= "6";
                else if((data  % 10) == 7)
                    tx_data <= "7";
                else if((data  % 10) == 8)
                    tx_data <= "8";
                else if((data  % 10) == 9)
                    tx_data <= "9";
                else
                    tx_data <= "0";
            end
            4 : tx_data <= "\n";
        endcase
always @(posedge clk or negedge rstn) begin
    if(!rstn)
        led <= 1;
    else
        led <= 0;
end
always @(posedge clk or negedge rstn) begin
    if(!rstn)
        state <= 0;
    else if(state == 0 && flag == 1)
        state <= 1;
    else if(state == 1 && flag == 1)
        state <= 2;
    else if(state == 2 && flag == 1)
        state <= 3;
    else if(state == 3 && flag == 1)
        state <= 4;
    else if(state == 4 && flag == 1)
        state <= 0;
end
always @(posedge clk or negedge rstn) begin
end
uart
#(
    .UART_BPS   (9600),          
    .CLK        (50_000_000)     
)uart_inst
(
    .clk       (clk),    
    .rstn      (rstn),    
    .pi_data   (tx_data)  ,    
    .pi_flag   (tx_en) ,    
    .tx        (tx) ,      
    .end_flag  (flag)
);
endmodule  
module  uart
#(
    parameter   UART_BPS    =   'd9600,          
    parameter   CLK         =   'd50_000_000     
)
(
     input   wire            clk     ,    
     input   wire            rstn    ,    
     input   wire    [7:0]   pi_data     ,    
     input   wire            pi_flag     ,    
     output  reg             tx         ,      
     output  reg             end_flag
);
localparam  BAUD_CNT_MAX    =   CLK / UART_BPS   ;
reg [12:0]  baud_cnt;
reg         bit_flag;
reg [3:0]   bit_cnt ;
reg         work_en ;
always@(posedge clk or negedge rstn)
        if(rstn == 1'b0)
            work_en <= 1'b0;
        else    if(pi_flag == 1'b1)
            work_en <= 1'b1;
        else    if((bit_flag == 1'b1) && (bit_cnt == 4'd9))
            work_en <= 1'b0;
always@(posedge clk or negedge rstn)
        if(rstn == 1'b0)
            baud_cnt <= 13'b0;
        else    if((baud_cnt == BAUD_CNT_MAX - 1) || (work_en == 1'b0))
            baud_cnt <= 13'b0;
        else    if(work_en == 1'b1)
            baud_cnt <= baud_cnt + 1'b1;
always@(posedge clk or negedge rstn)
        if(rstn == 1'b0)
            bit_flag <= 1'b0;
        else    if(baud_cnt == 13'd1)
            bit_flag <= 1'b1;
        else
            bit_flag <= 1'b0;
always@(posedge clk or negedge rstn)
    if(rstn == 1'b0)
        bit_cnt <= 4'b0;
    else    if((bit_flag == 1'b1) && (bit_cnt == 4'd9))begin
        bit_cnt <= 4'b0;
    end
    else    if((bit_flag == 1'b1) && (work_en == 1'b1))
        bit_cnt <= bit_cnt + 1'b1;
always@(posedge clk or negedge rstn)
        if(rstn == 1'b0)
            tx <= 1'b1;  
        else    if(bit_flag == 1'b1)
            case(bit_cnt)
                0       : tx <= 1'b0;
                1       : tx <= pi_data[0];
                2       : tx <= pi_data[1];
                3       : tx <= pi_data[2];
                4       : tx <= pi_data[3];
                5       : tx <= pi_data[4];
                6       : tx <= pi_data[5];
                7       : tx <= pi_data[6];
                8       : tx <= pi_data[7];
                9       : tx <= 1'b1;
                default : tx <= 1'b1;
            endcase
always @(posedge clk or negedge rstn) begin
    if(!rstn)
        end_flag <= 0;
    else if(bit_cnt == 4'd9)
        end_flag <= bit_flag;
    else
        end_flag <= 0;
end            
endmodule
==> reports/metrics.cfg <==
[yosys]
netlist-cell-type-count = 42
top_reg_cell_synth = sky130_fd_sc_hd__dfrtp_1
ys_warnings = 2
post_synthesis_cell_area_um2 = 1820
number_of_cell_instances_after_yosys_synthesis = 181
yosys.cell_count.top_type = sky130_fd_sc_hd__dfrtp_1
syn_inst = 181
post-synth-top-area-cell = sky130_fd_sc_hd__dfrtp_1
edf_count = 0
ys_top_cells_by_area = sky130_fd_sc_hd__dfrtp_1 41%, sky130_fd_sc_hd__ha_1 10%, sky130_fd_sc_hd__xor2_1 5.3%, sky130_fd_sc_hd__dfstp_2 4.3%, sky130_fd_sc_hd__nor2_1 3.9%
avg_inst_size_synth_um2 = 10.0
synth.top_cell.area_share = 0.413
ys_chip_area_um2 = 1820
postSynthSeqShare = 0.456
synth.cells.most_frequent = 30 x sky130_fd_sc_hd__dfrtp_1, 19 x sky130_fd_sc_hd__nor2_1, 15 x sky130_fd_sc_hd__ha_1
asr_flop_ratio_synth = 1.00
synth.ff_latch_count = 33

[global_route]
antenna_violations_before_repair = 0
grt_use_total = 0.0450
gr-total-overflow = 0
grt_first_pass_wirelength_mm = 5.86
largest_net_degree_at_the_start_of_global_routing = 34
via_count_of_the_first_global_routing_pass = 1268

[final_timing]
finalHoldViolations = 0
fmax_mhz = 522
grt_setup_unrepaired = false
final.min_clock_period_ns = 1.92
setup_viol_count_final = 0
whs_ns = 0.490
worst-slew-pin-transition_ns = 0.516
finalClockSkew_ns = 0.00793
setup_total_negative_slack_ns = 0
slew_headroom = 0.656
setup_ws_ns = 0.184
finalClockPeriodUsage = 0.912
final_max_slew_viol_count = 0

[detailed_routing]
vias = 1273
drtAntennaViolNets = 0
drc_errors = 0
detailedRoute.firstPassIterationCount = 4
avgRoutedWirePerCell_um = 9.74
detailedRoute.firstIterationViolations = 58
viasPerCell = 3.94
drt_wl_total_mm = 3.15
antenna-diode-count = 0

[setup_path]
worstSetupPathType = reg2reg
worstPathBufferInverterCount = 2
cp.depth = 8
endpoint_kind = flip-flop
r2r_start = state[0]$_DFF_PN1_
timing.critical_path.slowest_cell_delay_ns = 0.54
setup.worst_path.end = tx_data[3]$_DFFE_PN0P_
regToRegSetupSlack_ns = 0.18
crit_path_start_kind = flip-flop
path_max_fanout = 7
worst-endpoint-arrival_ns = 2.12
critical_path_s_slowest_cell = sky130_fd_sc_hd__dfstp_2
r2r.worst_path.cells = 8
crit_chain = clkinv_2 > ha_2 > inv_1 > ha_1 > nor4b_1 > a2111oi_0 > o21bai_1 > a21oi_1
critPathRequiredTime_ns = 2.30
worstReg2RegEnd = tx_data[3]$_DFFE_PN0P_
startpoint = state[0]$_DFF_PN1_
critPathTopFamily = AND-OR/OR-AND gates

[power_and_ir_drop]
swShare = 0.319
peakVddDrop_uv = 393
clockPowerShare = 0.287
leakagePower_nw = 0.915
internal-power_mw = 1.23
power_frac_comb = 0.216
sequential_group_share_of_total_power = 0.496
switching_power_uw = 574
power_per_cell_area_nw_per_um2 = 859

[placed_design]
placement.cell_area_um2 = 2000
gp_routability_congestion = 0.804
dpl_hpwl_mm = 2.23
placement_stage_worst_setup_slack_ns = 0.222
port_buffers = 3

[cts]
cts-resized-gates = 0
cts_htree_levels = 2
worst_skew_pair_later_pin_latency_ns = 0.28
cts_setup_buffers = 0
cts_root_buffer = sky130_fd_sc_hd__clkbuf_8
clkSlewWorstSetupHoldPaths_ns = 0.07
longest_clk_path_bufs = 2
cts_made_buffers = 5
cts_tree = done
ctsHoldBuffers = 0
numClockSinks = 33

[cells_and_area]
post_route_cells_drive_above_1_share = 0.123
area_growth_syn_to_layout_pct = 15.3
postLayoutCellArea_um2 = 2100

[run_status]
run_status = completed

[die]
ios = 4
num_rows = 37
design.die.area_um2 = 15100
core_ar_um2 = 10300
die-height_um = 123
die_width_um = 123
initial_core_util = 0.176

[min_path]
timing.hold.worst_path_depth = 2
holdCritPathClass = reg2reg

[job]
max_cap_viol = 0
warnings = 38

## kinds of logic after synthesis
group           synth area share
fa+ha+maj                  0.103
other cells              0.00413
compound gates             0.106
flops                      0.456
buf+inv                   0.0516
mux                       0.0186
xor+xnor                  0.0626
simple gates               0.198
## state kept, by name, summed over array words and instances, names as in the netlist, 4 cells and up
signal / flops
uart_inst.bit_cnt: 4
uart_inst.baud_cnt: 13
state: 5
tx_data: 5
## layer usage
layer	up-vias	part of all wire	track usage
met3	5	0.029	0.0102
met1	610	0.52	0.0665
met4	0	0.010	0.00582
met5	-	0	0
li1	644	-	-
met2	14	0.44	0.0679
## area by class of cell
type | count | area [µm²]
Clock inverter | 1 | 5.00
Fill cell | 1107 | 8230
Sequential cell | 33 | 830
Inverter | 12 | 46.3
Clock buffer | 7 | 96.3
Timing Repair Buffer | 6 | 52.6
Tap cell | 136 | 170
Multi-Input combinational cell | 128 | 897
## cells in the final DEF (no fill, tap or decap), drive strengths merged, types with 4 or more instances in the layout
cell type and n:
o21ai 7, ha 15, nor2 19, clkbuf 7, nand2b 4, inv 11
nand2 11, xor2 11, nand4 6, nor3 4, a21oi 5, nand3 8
dfrtp 30
## worst min path at each step
stage                                               end                              start  slack [ns]
after global routing  uart_inst.baud_cnt[0]$_DFFE_PN0P_  uart_inst.baud_cnt[0]$_DFFE_PN0P_        0.52
after CTS                      uart_inst.tx$_DFFE_PN1P_           uart_inst.tx$_DFFE_PN1P_        0.49
final                          uart_inst.tx$_DFFE_PN1P_           uart_inst.tx$_DFFE_PN1P_        0.49
## worst min-delay path, delay by kind of cell, from the launching register on
kind | cells | cell delay, ns
AND-OR/OR-AND | 1 | 0.04
flip-flops | 1 | 0.37
AND/OR/NAND/NOR | 1 | 0.07
## per-stage QoR
| stage | power, mW | utilization | std cells |
|---|---|---|---|
| after detailed placement | 1.29 | 0.193 | 315 |
| after global routing | 1.95 | 0.203 | 323 |
| after global placement | 1.28 | 0.193 | 315 |
| final | 1.80 | 0.203 | 323 |
| after floorplan | 1.18 | - | 181 |
| after CTS | 1.82 | 0.203 | 323 |
## power by group through the flow
stage                 registers (mW)  clock network (mW)  logic [mW]
after global routing           0.923               0.570       0.460
final                          0.894               0.518       0.390
after CTS                      0.891               0.536       0.393
Power is estimated from default activity; no workload was simulated.
